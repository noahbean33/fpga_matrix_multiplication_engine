==> flow/design.v <==
module uart_tx(
    input clk,
    input rst,
    input [7:0] data_in,
    input data_valid,
    output reg tx,
    output reg ready
);
    reg [3:0] bit_idx;
    reg [9:0] tx_shift_reg;
    reg [15:0] clk_div;
    always @(posedge clk or posedge rst) begin
        if (rst) begin
            tx <= 1;
            ready <= 1;
            bit_idx <= 0;
        end else if (data_valid && ready) begin
            tx_shift_reg <= {1'b1, data_in, 1'b0};
            ready <= 0;
        end else begin
            clk_div <= clk_div + 1;
            if (clk_div == 434) begin
                clk_div <= 0;
                tx <= tx_shift_reg[bit_idx];
                if (bit_idx == 9) begin
                    bit_idx <= 0;
                    ready <= 1;
                end else begin
                    bit_idx <= bit_idx + 1;
                end
            end
        end
    end
endmodule
==> flow/run.sh <==
#!/bin/bash
# OpenROAD 26Q1-2900-gdf79404cd8, Yosys 0.63+post, stock flow scripts
make -C /OpenROAD-flow-scripts/flow DESIGN_CONFIG=/design/flow/config.mk WORK_HOME=/design/flow/orfs finish
==> flow/config.mk <==
export PLATFORM = sky130hd
export DESIGN_NAME = uart_tx
export DESIGN_NICKNAME = uart_tx
export VERILOG_FILES = /design/flow/design.v
export SDC_FILE = /design/flow/constraint.sdc
export NUM_CORES = 4
export LEC_CHECK = 1
export CORE_UTILIZATION = 30
==> flow/constraint.sdc <==
current_design uart_tx

set clk_period 4.9
set clk_io_pct 0.2

create_clock -name clk0 -period $clk_period [get_ports {clk}]

set non_clock_inputs [all_inputs -no_clocks]
set_input_delay [expr $clk_period * $clk_io_pct] -clock clk0 $non_clock_inputs
set_output_delay [expr $clk_period * $clk_io_pct] -clock clk0 [all_outputs]
==> summary.txt <==
Implementation status.

- The maximum clock insertion buffer count is 2.
- Among all cell types in the netlist, the one instantiated most often is sky130_fd_sc_hd__edfxtp_1.
- Per the timing report, the achievable frequency comes out to roughly 430 MHz.
- The flow ran to the end, and the final reports show no timing, DRC or antenna violations.
- The count of routing violations after the opening detailed-route iteration is around 42.
- The initial core utilization is between 30% and 40%.
- After synthesis, the most frequently instantiated cells are 24 x sky130_fd_sc_hd__edfxtp_1, 14 x sky130_fd_sc_hd__nor2_1, 12 x sky130_fd_sc_hd__xnor2_1.
- The number of antenna violations at the first check in global routing was 0.
- The routed design shows a wire length per standard cell of approximately 11 microns.
- The required time of the worst setup path is 5110 ps.
- The cell taking the most area after synthesis is sky130_fd_sc_hd__edfxtp_1.
- The number of enable flip-flop cells is 24.
- The number of I/O port buffers is 12.
- Per the repair_timing log after CTS, setup buffers inserted total 0.
- The path class of the lowest-slack min-delay path is register to register.
- The number of top-level pins is 13.
- The synthesized netlist contains 34 unique library cells.
- The combined global-route utilization of all metal layers is 10.1%.
- The first-pass iteration count of the detailed router is 4.
- Setup repair after global routing left no endpoint under its margin.
- Per Yosys stat, the portion of area used by sequential elements is approximately three fifths.
- Ranked by total cell area, the synthesized netlist is headed by sky130_fd_sc_hd__edfxtp_1 49%, sky130_fd_sc_hd__xnor2_1 7.2%, sky130_fd_sc_hd__dfrtp_1 6.8%.
- The warning tally printed by Yosys for this design is 1.
- The max-capacitance violation count is 0.
- The final setup TNS is 0 ps.
- The hold-critical path depth is 1.
- For this run the aggregate overflow at the end of global routing stands at 0.
- The final layout contains routed wiring with a total length of 2200 microns.
- Of the cells placed in the final design, the portion with a size suffix greater than 1 is between 15 and 20%.
- The transition time recorded at the tightest slew-check pin is 742 ps.
- The placement summary gives the final routability congestion estimate as 0.866.
- The flip-flop and latch count after synthesis is 30.
- The root buffer cell is sky130_fd_sc_hd__clkbuf_8.
- The clock insertion delay at the later pin of the skew report is around 280 ps.
- The critical path in this run is classified as register to register.
- The detailed-route DRC error count is 0.
- The headroom to the max-slew limit is 50.1%.
- The area of the die is between 0.005 and 0.006 sq mm.
- The layout stage reports a final design area of 0.00176 sq mm.
- The final setup violation count is 0.
- The number of clock buffers inserted by TritonCTS is 5.
- The floorplan core area is ~0.0047 sq mm.
- For this run the detailed placement stage logged an HPWL of around 1500 microns.
- Per the power-grid run, VDD falls by no more than roughly 150 uV.
- The flip-flop count of the largest register, all copies and words added is 16.
- The worst setup path is captured at a register.
- The number of inserted filler cells in the final layout is about 450.
- The height of the die is 71.9 microns.
- The post-cts hold-fix buffer tally is 0.
- Per the summary, power density relative to cell area is 322 mW/mm^2.
- After synthesis, the mean cell area works out to approximately 13 sq um.
- The worst clock skew on the final layout is about 4.6 ps.
- Post-CTS repair changed the size of 0 cells.
- Along the worst path, the maximum fanout reaches 14.
- The largest net degree at the start of global routing is 17.
- Between the synthesized netlist and the finished layout, the area growth was recorded as 20.3%.
- The horizontal die dimension is 71.9 microns.
- For reference, the final report shows the hold violation count at 0.
- The power report puts the leakage power at approximately 0.64 nW.
- The netlist area before placement is 0.00146 sq mm.
- The register clock-pin slew on the reported worst setup and hold paths is 60 ps.
- The critical path launch point type is a register.
- The via count normalized by instance count is about 4.5.
- The dominant register cell is sky130_fd_sc_hd__edfxtp_1.
- The final critical path takes up a little under half of the cycle.
- After synthesis, the share of flip-flops with an asynchronous set or reset is approximately 20%.
- After technology mapping, the gate count stands at ~110.
- The number of inserted diodes is 0.
- The number of global-route vias before repair was 894.
- Subtracting the final worst setup slack from the clock period gives between 2000 and 2500 ps.
- Per the post-route antenna check, the number of violating nets is 0.
- The TritonCTS clock tree is yes.
- Per the CTS log, the maximum H-tree level is 2.
- The clock net in this run drives a total of 30 sinks.
- The final tally of max-slew violations is 0.
- The total chip power is about 0.00057 W.
- Row generation in the floorplan step produced 25 rows.
- The placed instance area is approximately 0.0017 sq mm.
- Per the detail_route report, the via count comes to between 800 and 900.
- The share of synthesized area in the top cell type comes to between 40% and 50%.
- The number of warnings in the stage logs is 26.
- The post-synthesis chip area from yosys is between 0.001 and 0.0015 sq mm.
- The first-pass GRT wire length is 3970 microns.
- The number of cell instances on the worst register-to-register path is 6.
- The arrival time of data at the worst endpoint is listed as roughly 2600 ps.
- The cell count listed in synth_stat.txt is about 110.
-- layout make-up --
class / count / area (sq um) / share of cell area [%]
Sequential cell: 30 / 873 / 49.6
Multi-Input combinational cell: 75 / 544 / 30.9
Timing Repair Buffer: 13 / 128 / 7.24
Tap cell: 67 / 83.8 / 4.76
Clock buffer: 8 / 110 / 6.25
Inverter: 6 / 22.5 / 1.28
-- routing by layer --
metal | GRT usage [%] | up-vias | routed length, microns
li1 | - | 448 | -
met1 | 15.6 | 415 | 1080
met2 | 15.3 | 20 | 960
met3 | 3.14 | 5 | 113
met4 | 1.31 | 0 | 43
met5 | 0 | - | 0
-- cell families (layout without fill, tap and decap cells) --
logic type	Yosys count	after routing	share of synthesized area (%)
flip-flops	30	30	59.7
AND-OR/OR-AND	8	8	4.10
AND/OR/NAND/NOR	44	44	17.1
XOR/XNOR	15	15	8.97
adder cells (fa/ha/maj)	2	2	1.71
multiplexers	6	6	5.30
buffers and inverters	9	27	3.16
-- report_power, final --
part           switching [W]  internal, W   total, W  leakage, nW
combinational      0.0000156    0.0000195  0.0000351        0.278
clock              0.0000898     0.000142   0.000231       0.0575
sequential         0.0000109     0.000290   0.000301        0.305
-- through the flow --
| stage | setup slack [ps] | hold WS [ps] | utilization (%) | std cells |
|---|---|---|---|---|
| global route | 2370 | 525 | 37.3 | 199 |
| CTS | 2510 | 504 | 37.3 | 199 |
| finish | 2550 | 500 | 37.3 | 199 |
| floorplan | 2680 | 473 | - | 114 |
| detailed placement | 2380 | 499 | 35.0 | 191 |
| global placement | 2430 | 489 | 35.0 | 191 |
-- final timing paths --
check	start	to	slack [ps]
min in group asynchronous	rst	bit_idx[0]	1000
worst max register to register	clk_div[0]	tx	2550
worst min register to register	ready	ready	500
worst min-delay path	ready	ready	500
max in group asynchronous	rst	ready	3650
worst max-delay path	clk_div[0]	tx	2550
-- critical path, stage by stage (launching register included) --
cell	delay, ps
sky130_fd_sc_hd__edfxtp_1	450
sky130_fd_sc_hd__inv_1	90
sky130_fd_sc_hd__ha_1	140
sky130_fd_sc_hd__or3b_2	470
sky130_fd_sc_hd__nor4_4	570
sky130_fd_sc_hd__nand2_1	200
sky130_fd_sc_hd__mux2_1	350
-- placed cells by master (no fill, tap or decap), drive strengths merged --
| cell type | n |
|---|---|
| o21ai | 2 |
| or3b | 1 |
| a41o | 1 |
| xor2 | 3 |
| mux2 | 4 |
| buf | 1 |
| nand3 | 5 |
| a221oi | 1 |
| clkdlybuf4s50 | 12 |
| and3 | 3 |
| a21oi | 1 |
| edfxtp | 24 |
| dfstp | 2 |
| clkbuf | 8 |
| dfrtp | 4 |
| nor2 | 14 |
| mux4 | 1 |
| or4 | 2 |
| nor2b | 2 |
| o21bai | 1 |
| nand2 | 5 |
| nor4 | 1 |
| nand4 | 5 |
| nor3b | 1 |
| ha | 2 |
| and3b | 1 |
| and2 | 1 |
| xnor2 | 12 |
| o2111ai | 1 |
| inv | 6 |
| a22o | 1 |
| nor3 | 3 |
| mux2i | 1 |
Power figures rest on the tool's default switching activity, not on a simulated workload.
