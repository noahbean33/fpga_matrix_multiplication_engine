--- flow/design.v ---
module uart_rx(
    input clk,
    input rst,
    input rx,
    output reg [7:0] data_out,
    output reg data_valid
);
    reg [3:0] bit_idx;
    reg [9:0] rx_shift_reg;
    reg [15:0] clk_div;
    always @(posedge clk or posedge rst) begin
        if (rst) begin
            bit_idx <= 0;
            data_valid <= 0;
        end else begin
            clk_div <= clk_div + 1;
            if (clk_div == 434) begin  
                clk_div <= 0;
                rx_shift_reg <= {rx, rx_shift_reg[9:1]};
                if (bit_idx == 9) begin
                    data_out <= rx_shift_reg[8:1];
                    data_valid <= 1;
                    bit_idx <= 0;
                end else begin
                    bit_idx <= bit_idx + 1;
                    data_valid <= 0;
                end
            end
        end
    end
endmodule
--- flow/constraint.sdc ---
current_design uart_rx

set clk_period 4.9
set clk_io_pct 0.2

create_clock -name clk0 -period $clk_period [get_ports {clk}]

set non_clock_inputs [all_inputs -no_clocks]
set_input_delay [expr $clk_period * $clk_io_pct] -clock clk0 $non_clock_inputs
set_output_delay [expr $clk_period * $clk_io_pct] -clock clk0 [all_outputs]
--- flow/config.mk ---
export PLATFORM = sky130hd
export DESIGN_NAME = uart_rx
export DESIGN_NICKNAME = uart_rx
export VERILOG_FILES = /design/flow/design.v
export SDC_FILE = /design/flow/constraint.sdc
export NUM_CORES = 4
export LEC_CHECK = 1
export CORE_UTILIZATION = 40
--- flow/run.sh ---
#!/bin/bash
# OpenROAD 26Q1-2900-gdf79404cd8, Yosys 0.63+post, stock flow scripts
make -C /OpenROAD-flow-scripts/flow DESIGN_CONFIG=/design/flow/config.mk WORK_HOME=/design/flow/orfs finish
==> flow_metrics.tcl <==
# implementation run metrics
set metrics [dict create \
    drc 0 \
    hp-class "flop to flop" \
    ys_seq_share 0.675 \
    antenna_left 0 \
    yosys-top-cells-count "33 x edfxtp_1, 13 x nor2_1, 9 x xor2_1" \
    numSynthFlops 38 \
    post-place-cells 174 \
    area_growth_pct 14.4 \
    synth_top_flop_cell "edfxtp_1" \
    cp.arrival_ns 2.42 \
    insertion_delay_ns 0.28 \
    min_from "rx_shift_reg[1]$_DFFE_PP_" \
    async_flop_share 0.132 \
    crit_path_start_kind "flop" \
    fin_tns_setup_ns 0 \
    peakVddDrop_uv 126 \
    avgSynthCellArea_um2 14.5 \
    clkSinkCount 38 \
    crit_family "simple AND/OR/NAND/NOR gates" \
    min_to "data_out[0]$_DFFE_PP_" \
    final_cell_count_no_fill 182 \
    clock_skew_ns 0.00167 \
    slowest_delay_ns 0.64 \
    criticalPathCategory "flop to flop" \
    warnings 26 \
    hold_viol_final 0 \
    ios 12 \
    cts_resized 0 \
    clkTransAtPathRegs_ns 0.07 \
    gp_congestion 0.799 \
    largest_reg_flops 16 \
    syn_inst 114 \
    core_area_um2 3970 \
    max_freq_mhz 399 \
    antenna_found_initial 0 \
    first_global_vias 806 \
    grt_usage 0.117 \
    fp.dieW_um 66.3 \
    yosys_warnings 1 \
    netlist_top_cells_area "edfxtp_1 60%, dfrtp_1 7.6%, xor2_1 4.8%, xnor2_1 3.7%, nor2_1 3.0%" \
    cp_cell_sequence "inv_1 > ha_1 > nor3b_1 > and4_1 > nand2_4 > nor4_4" \
    top_cell_area_share 0.599 \
    viasPerCell 4.79 \
    rr_startpoint "clk_div[0]$_SDFFCE_PN0N_" \
    cp.required_ns 4.82 \
    drtIter0Drc 47 \
    synth_area_um2 1650 \
    crit_path_max_fanout 16 \
    grt_pass1_wl_um 3660 \
    cts_buffers 5 \
    cts_root_buf "clkbuf_8" \
    htreeDepth 2 \
    dpl_worst_slack_ns 2.41 \
    dp_hpwl_um 1560 \
    ys_chip_area_um2 1650 \
    drive_above_1_share 0.121 \
    p_per_area_nw_per_um2 316 \
    whs_path_depth 0 \
    finalClockPeriodUsage 0.511 \
    crit_buf_inv 1 \
    rrSetupSlack_ns 2.39 \
    slowest_stage "and4_1" \
    drtPass1Iterations 4 \
    initial_core_util 0.417 \
    clockBufferDepth 2 \
    setup_viol 0 \
    slew_viol_final 0 \
    max_slew_margin 0.577 \
    grt_max_degree 23 \
    path_depth 6 \
    finalPower_uw 597 \
    ys_types 32 \
    wire_per_inst_um 12.6 \
    cp-startpoint "clk_div[0]$_SDFFCE_PN0N_" \
    max-cap-violations 0 \
    cts_setup_buffers 0 \
    portBuffers 11 \
    vias 872 \
    r2r_cells 6 \
    die_h_um 66.3 \
    fin_crit_ns 2.51 \
    n_antenna_cell 0 \
    edf_count 33 \
    fin_ws_ns 2.39 \
    placementRows 23 \
    leakagePower_uw 0.000693 \
    most_common_cell "edfxtp_1" \
    ys_cells 114 \
    worst_setup_path_end_kind "flop" \
    postCtsHoldBufs 0 \
    grt_setup_unrepaired "no" \
    overflow 0 \
    regToRegEndpoint "data_out[7]$_DFFE_PP_" \
    worst_pin_slew_ns 0.635 \
    chip_area_um2 4400 \
    yosys.area.top_type "edfxtp_1" \
    totalWireLength_um 2290 \
    status "complete, no violations" \
    cts_tree "yes" \
]
layout by cell type (no fill, tap or decap), types with 4 or more instances in the layout:
master	instances
inv_1	5
xor2_1	9
nand4_1	4
xnor2_1	7
nor2_1	13
nand3_1	5
edfxtp_1	33
clkbuf_8	5
nand2_1	4
dfrtp_1	5
clkdlybuf4s50_1	11
routing by layer:
layer	up-vias	part of all wire	global-route usage
met4	0	0.012	0.0213
met5	-	0	0
li1	444	-	-
met2	11	0.43	0.152
met1	413	0.52	0.206
met3	4	0.037	0.0402
kinds of logic (layout without fill, tap and decap cells):
| logic type | count (synthesis) | after routing | synth area share |
|---|---|---|---|
| simple gates | 47 | 47 | 0.185 |
| xor+xnor | 16 | 16 | 0.0847 |
| compound gates | 4 | 4 | 0.0136 |
| fa+ha+maj | 2 | 2 | 0.0151 |
| flops | 38 | 38 | 0.675 |
| buf+inv | 7 | 25 | 0.0272 |
how the worst max path moves through the flow:
stage                      endpoint  slack (ns)
CTS           data_out[3]$_DFFE_PP_        2.39
finish        data_out[7]$_DFFE_PP_        2.39
global route  data_out[3]$_DFFE_PP_        2.20
final cells by class:
type / count / area (um^2)
fillers: 344 / 2080
flip-flops and latches: 38 / 1120
multi-input cells: 69 / 493
repair buffers: 12 / 118
clock buffers: 5 / 68.8
well taps: 50 / 62.6
inverters: 5 / 18.8
clock inverters: 3 / 16.3
stage by stage:
step	cell area, um^2	utilization	hold slack [ns]
6_report	1890	0.477	0.424
5_1_grt	1890	0.477	0.428
4_1_cts	1890	0.477	0.426
3_5_place_dp	1810	0.455	0.408
3_3_place_gp	1810	0.455	0.410
2_1_floorplan	1650	-	0.400
where the power goes:
part	leakage (uW)	switching, uW	internal, uW
combinational	0.000273	11.4	12.0
sequential	0.000379	13.1	363
clock	0.0000416	101	97.2
No activity file was given, so power comes from the tool's default toggle rates.
